==> design.v <==
`timescale 1ns / 1ps
module Weight_RAM
    #(
        parameter Bit_width = 8,  
        parameter Nr_depth = 8,  
        parameter Depth_counter_bits = 3,  
        parameter Nr_feature = 6,  
        parameter Feature_counter_bits = 3  
    )
    (
        input Clk,
        input Read_en,
        input [Depth_counter_bits - 1 : 0] Address_depth_read,
        output reg [Bit_width - 1 : 0] Read_data_out_0,
        output reg [Bit_width - 1 : 0] Read_data_out_1,
        output reg [Bit_width - 1 : 0] Read_data_out_2,
        output reg [Bit_width - 1 : 0] Read_data_out_3,
        output reg [Bit_width - 1 : 0] Read_data_out_4,
        output reg [Bit_width - 1 : 0] Read_data_out_5
    );
    reg [Bit_width - 1 : 0] RAM_0 [0 : Nr_depth - 1];
    reg [Bit_width - 1 : 0] RAM_1 [0 : Nr_depth - 1];
    reg [Bit_width - 1 : 0] RAM_2 [0 : Nr_depth - 1];
    reg [Bit_width - 1 : 0] RAM_3 [0 : Nr_depth - 1];
    reg [Bit_width - 1 : 0] RAM_4 [0 : Nr_depth - 1];
    reg [Bit_width - 1 : 0] RAM_5 [0 : Nr_depth - 1];
    initial begin
        RAM_0[0] = 16'd10;
        RAM_0[1] = 16'd49;
        RAM_0[2] = 16'd51;
        RAM_0[3] = 16'd53;
        RAM_0[4] = 16'd62;
        RAM_0[5] = -16'd1;
        RAM_0[6] = 16'd35;
        RAM_0[7] = -16'd77;
        RAM_1[0] = -16'd87;
        RAM_1[1] = -16'd44;
        RAM_1[2] = 16'd28;
        RAM_1[3] = 16'd170;
        RAM_1[4] = -16'd16;
        RAM_1[5] = -16'd77;
        RAM_1[6] = 16'd49;
        RAM_1[7] = -16'd57;
        RAM_2[0] = 16'd16;
        RAM_2[1] = -16'd52;
        RAM_2[2] = 16'd22;
        RAM_2[3] = 16'd118;
        RAM_2[4] = -16'd6;
        RAM_2[5] = -16'd39;
        RAM_2[6] = 16'd3;
        RAM_2[7] = -16'd56;
        RAM_3[0] = -16'd40;
        RAM_3[1] = -16'd63;
        RAM_3[2] = -16'd12;
        RAM_3[3] = 16'd11;
        RAM_3[4] = 16'd17;
        RAM_3[5] = 16'd3;
        RAM_3[6] = -16'd15;
        RAM_3[7] = -16'd45;
        RAM_4[0] = 16'd104;
        RAM_4[1] = -16'd53;
        RAM_4[2] = -16'd45;
        RAM_4[3] = -16'd91;
        RAM_4[4] = 16'd54;
        RAM_4[5] = 16'd15;
        RAM_4[6] = 16'd45;
        RAM_4[7] = 16'd36;
        RAM_5[0] = -16'd78;
        RAM_5[1] = -16'd53;
        RAM_5[2] = -16'd75;
        RAM_5[3] = -16'd87;
        RAM_5[4] = 16'd78;
        RAM_5[5] = 16'd57;
        RAM_5[6] = -16'd45;
        RAM_5[7] = 16'd116;
    end
    always @ (negedge Clk) begin
        if (Read_en) begin
            Read_data_out_0 <= RAM_0[Address_depth_read];
            Read_data_out_1 <= RAM_1[Address_depth_read];
            Read_data_out_2 <= RAM_2[Address_depth_read];
            Read_data_out_3 <= RAM_3[Address_depth_read];
            Read_data_out_4 <= RAM_4[Address_depth_read];
            Read_data_out_5 <= RAM_5[Address_depth_read];
        end
    end
endmodule
==> run.sh <==
#!/bin/bash
# OpenROAD 26Q1-2900-gdf79404cd8, Yosys 0.63+post, stock flow scripts
make -C /OpenROAD-flow-scripts/flow DESIGN_CONFIG=/design/flow/config.mk WORK_HOME=/design/flow/orfs finish
==> config.mk <==
export PLATFORM = sky130hd
export DESIGN_NAME = Weight_RAM
export DESIGN_NICKNAME = Weight_RAM
export VERILOG_FILES = /design/flow/design.v
export SDC_FILE = /design/flow/constraint.sdc
export NUM_CORES = 4
export LEC_CHECK = 1
export CORE_UTILIZATION = 40
==> constraint.sdc <==
current_design Weight_RAM

set clk_period 1.3
set clk_io_pct 0.2

create_clock -name clk0 -period $clk_period [get_ports {Clk}]

set non_clock_inputs [all_inputs -no_clocks]
set_input_delay [expr $clk_period * $clk_io_pct] -clock clk0 $non_clock_inputs
set_output_delay [expr $clk_period * $clk_io_pct] -clock clk0 [all_outputs]
==> flow_summary.ini <==
; implementation run metrics
[setup_path]
slowest_delay_ps = 380
crit_required_ps = 1040
worst_ep_arrival_time_ps = 1520
crit_path_end_kind = output port
worstPathBufferInverterCount = 1
path_delay_family = flip-flops
path_cells = buf_2
cp_num_cells = 1
path_max_fanout = 2
crit_type = reg2out
slowest_stage = edfxtp_1
crit_path_start_kind = flop

[synthesis]
synth-seq-area-share_pct = 73.1
ys.flops = 43
syn_avg_cell_area_um2 = 14.6
synth_cells = 121
synth_area_mm2 = 0.00177
synth_cell_types = 18
ys_cells = 121
ys_area_mm2 = 0.00177
ys_warn_count = 1

[die]
core_region_area_mm2 = 0.00412
chipArea_mm2 = 0.00469
initCoreUtil_pct = 42.9
die_y_um = 68.5
die_w_um = 68.5
num_rows = 23
ios = 53

[final_timing]
setup-violations-final = 90
maxSlewViolCount = 0
worst_slack_ps = -478
worst_pin_slew_ps = 172
relSlewSlack_pct = 88.5
rsz0062_at_grt = yes
hold_viol_final = 0

[placement]
port_buffers = 52
place_congestion = 0.793
dp_hpwl_um = 2310
dp_slack_ps = -1170

[global_route]
overflow = 0
grt_usage_pct = 21.4
grt_pass1_wl_um = 6770
grt_max_degree = 29
first_global_vias = 1469
antenna_found_initial = 0

[cells_and_area]
fin_util_pct = 77.5
lay_top_count = buf_2
final_cell_mix = buf_2 (49), inv_1 (44), edfxtp_1 (43)
drive_gt1_share_pct = 62.3
area_growth_pct = 80.5

[cts]
clockBufferDepth = 2
htree_num_levels = 2
path_clk_slew_ps = 40
cts_tree = built
cts-root-buf = clkbuf_8
clock_sinks = 43
cts_hold_buf = 0
numCtsBuffers = 5

[drt]
antennaDiodeCount = 0
routed_wl_um = 4280
drcViolationCount = 0
drt_iter0_drc = 82
vias = 1420
avgViaCountPerCell = 4.58
wl_per_cell_um = 13.8
antenna_left = 0
first_pass_iters = 4

[pwr]
power_density_mw_per_mm2 = 1210
max-vdd-ir-drop_mv = 0.845
cellLeakagePower_uw = 0.00150

[job]
cap_violations = 0
warnings = 78

[run_status]
violations = setup timing
outcome = finished with violations

[worst_hold_path]
hp-class = in2reg
holdPathStages = 2
==> through the flow <==
step	hold slack (ps)	total power [µW]	instance area (µm²)	TNS, ps	cells
after floorplan	1020	2080	1920	-13740	121
after global placement	1260	2430	2570	-69940	236
after detailed placement	1280	2440	2570	-70400	236
after CTS	863	3860	3100	-26740	307
after global routing	854	4140	3190	-30260	310
final	873	3870	3190	-28030	310
==> routing by layer <==
layer / track usage [%] / part of all wire, % / vias up
met5: 0 / 0 / -
met4: 8.59 / 1.6 / 0
met3: 7.77 / 6.6 / 8
met2: 29.4 / 48 / 47
met1: 33.5 / 44 / 670
li1: - / - / 695
==> cell usage after synthesis <==
master / number / area share, %
nor2b_1: 2 / 0.71
nor2_1: 9 / 1.9
or2_1: 1 / 0.35
a21boi_1: 5 / 2.1
mux2i_1: 2 / 1.1
buf_2: 2 / 0.57
o21ai_1: 6 / 1.7
a21o_1: 1 / 0.43
nand2b_1: 4 / 1.4
or3_4: 1 / 0.64
a21oi_1: 10 / 2.8
edfxtp_1: 43 / 73
nand2_1: 8 / 1.7
buf_4: 8 / 3.4
ha_1: 8 / 5.7
inv_1: 8 / 1.7
clkbuf_1: 1 / 0.21
inv_2: 2 / 0.43
==> power breakdown <==
part,internal [µW],switching (µW)
Combinational,357,244
Sequential,1680,29.6
Clock,743,812
Total,2780,1090
==> timing repair <==
| action | 4_1_cts | 5_1_grt |
|---|---|---|
| setup buffers | 21 | 6 |
| gates cloned | 1 | 0 |
| gates resized | 236 | 18 |
| endpoints found under the setup margin | 91 | 90 |
| pin swaps | 17 | 13 |
==> kinds of logic (layout without fill, tap and decap cells) <==
kind of cell | after synthesis | after routing | share of synthesized area (%)
compound gates | 22 | 22 | 7.08
fa+ha+maj | 8 | 8 | 5.67
buf+inv | 21 | 160 | 6.30
flops | 43 | 43 | 73.1
mux | 2 | 2 | 1.13
simple gates | 25 | 25 | 6.73
==> sequential cells by signal, indices dropped and copies added (netlist names) <==
signal           cells
Read_data_out_0      8
Read_data_out_1      7
Read_data_out_2      7
Read_data_out_3      7
Read_data_out_4      6
Read_data_out_5      8
==> path summary, 6_finish.rpt <==
| kind | from | endpoint |
|---|---|---|
| worst min-delay path | Address_depth_read[2] | Read_data_out_0[1] |
| worst max-delay path | Read_data_out_5[0] | Read_data_out_5[0] |
==> layout make-up <==
class | instances | area (µm²)
tap | 50 | 62.6
clock buffer | 5 | 68.8
inverter | 9 | 66.3
clock inverter | 46 | 203
multi-input combinational | 57 | 638
fill | 235 | 927
timing repair buffer | 100 | 858
sequential | 43 | 1290
Power figures rest on the tool's default switching activity, not on a simulated workload.
