File: /design/flow/config.mk
export PLATFORM = sky130hd
export DESIGN_NAME = UART_Wrapper
export DESIGN_NICKNAME = UART_Wrapper
export VERILOG_FILES = /design/flow/design.v
export SDC_FILE = /design/flow/constraint.sdc
export NUM_CORES = 4
export LEC_CHECK = 1
export CORE_UTILIZATION = 50
File: /design/flow/constraint.sdc
current_design UART_Wrapper

set clk_period 9.0
set clk_io_pct 0.2

create_clock -name clk0 -period $clk_period [get_ports {sysclk}]

set non_clock_inputs [all_inputs -no_clocks]
set_input_delay [expr $clk_period * $clk_io_pct] -clock clk0 $non_clock_inputs
set_output_delay [expr $clk_period * $clk_io_pct] -clock clk0 [all_outputs]
File: /design/flow/design.v
`timescale 1ns / 1ps
module UART_RX(
    input i_Clock,
    input i_Rx_Serial,
    output o_Rx_DV,  
    output [7:0] o_Rx_Byte 
    );
    parameter s_IDLE = 3'b000;
    parameter s_RX_START_BIT = 3'b001;
    parameter s_RX_DATA_BITS = 3'b010;
    parameter s_RX_STOP_BIT = 3'b011;
    parameter s_CLEANUP = 3'b100;
    reg r_Rx_Data_R = 1'b1;
    reg r_Rx_Data = 1'b1;
    reg [10:0] r_Clock_Count = 0;
    reg [10:0] CLKS_PER_BIT = 1250;  
    reg [2:0] r_Bit_Index = 0;  
    reg [7:0] r_Rx_Byte = 0;
    reg r_Rx_DV = 0;
    reg [2:0] r_SM_Main = 0;
    assign o_Rx_DV = (r_Rx_Byte) ? r_Rx_DV : 0;  
    assign o_Rx_Byte = r_Rx_Byte;
    always @ (posedge i_Clock) begin
        r_Rx_Data_R <= i_Rx_Serial;
        r_Rx_Data <= r_Rx_Data_R;
    end
    always @ (posedge i_Clock) begin
        case (r_SM_Main)
            s_IDLE:
                begin
                    r_Rx_DV <= 1'b0;
                    r_Clock_Count <= 0;
                    r_Bit_Index <= 0;
                    if (r_Rx_Data == 1'b0)
                        r_SM_Main <= s_RX_START_BIT;
                    else 
                        r_SM_Main <= s_IDLE;
                end
            s_RX_START_BIT:
                begin
                    if (r_Clock_Count >= (CLKS_PER_BIT/2)) begin
                        if (r_Rx_Data == 1'b0) begin
                            r_Clock_Count <= 0;  
                            r_SM_Main <= s_RX_DATA_BITS;
                        end else begin
                            r_SM_Main <= s_IDLE;
                        end
                    end else begin
                        r_Clock_Count <= r_Clock_Count + 1;
                        r_SM_Main <= s_RX_START_BIT;
                    end
                end
            s_RX_DATA_BITS:
                begin
                    if (r_Clock_Count < CLKS_PER_BIT - 1) begin
                        r_Clock_Count <= r_Clock_Count + 1;
                        r_SM_Main <= s_RX_DATA_BITS;
                    end else begin
                        r_Clock_Count <= 0;
                        r_Rx_Byte[r_Bit_Index] <= r_Rx_Data;
                        if (r_Bit_Index < 7) begin
                            r_Bit_Index <= r_Bit_Index + 1;
                            r_SM_Main <= s_RX_DATA_BITS;
                        end else begin
                            r_Bit_Index <= 0;
                            r_SM_Main <= s_RX_STOP_BIT;
                        end
                    end
                end
            s_RX_STOP_BIT:
                begin
                    if (r_Clock_Count < CLKS_PER_BIT - 1) begin
                        r_Clock_Count <= r_Clock_Count + 1;
                        r_SM_Main <= s_RX_STOP_BIT;
                    end else begin
                        r_Rx_DV <= 1'b1;
                        r_Clock_Count <= 0;
                        r_SM_Main <= s_CLEANUP;
                    end
                end
            s_CLEANUP:
                begin
                    r_SM_Main <= s_IDLE;
                    r_Rx_DV <= 1'b0;
                end
            default:
                r_SM_Main <= s_IDLE;
        endcase
    end
endmodule
`timescale 1ns / 1ps
module UART_RX_Flow_ctrl #(
    parameter Bit_width_counter = 4  
)(
    input Clk,
    input i_Rx_Serial,
    output reg Valid_num, 
    output [2 ** Bit_width_counter - 1 : 0] Data_out 
    );
    wire RX_Done;
    wire [7:0] RX_received_data;  
    wire RX_received_data_is_number;
    assign RX_received_data_is_number = (RX_received_data[7:4] == 4'b0011 && RX_received_data[3:0] <= 4'b1001) ? 1 : 0;  
    wire negative_sign;
    assign negative_sign = (RX_received_data == 8'h2D);  
    reg received_negative_num = 0;
    reg [2 ** Bit_width_counter - 1 : 0] Received_data;
    assign Data_out = received_negative_num ? (~Received_data + 1) : Received_data;
    localparam special_state = 5'b00000;
    localparam Byte_0 = 5'b00001;
    localparam Byte_1 = 5'b00010;
    localparam Byte_2 = 5'b00100;
    localparam Byte_3 = 5'b01000;
    localparam Byte_4 = 5'b10000;
    reg [4:0] state = Byte_0;  
    reg [15:0] Received_0;
    reg [15:0] Received_1;
    reg [15:0] Received_2;
    reg [15:0] Received_3;
    reg [15:0] Received_4;
    always @ (posedge Clk) begin
        case (state) 
            Byte_0:
                begin
                    Valid_num <= 0;
                    if (RX_Done) begin
                        if (RX_received_data_is_number) begin
                            Received_0 <= {12'd0, RX_received_data[3:0]};  
                            state <= Byte_1;
                        end else if (negative_sign) begin
                            received_negative_num <= 1;
                            state <= Byte_0;
                        end else begin 
                            state <= Byte_0;
                            received_negative_num <= 0;  
                        end
                    end
                end
            Byte_1:
                begin
                    if (RX_Done) begin
                        if (RX_received_data_is_number) begin
                            Received_0 <= Received_0 * 10;
                            Received_1 <= {12'd0, RX_received_data[3:0]}; 
                            state <= Byte_2;
                        end else begin
                            state <= Byte_0;
                            Valid_num <= 1;
                            Received_data <= Received_0;
                        end
                    end
                end
            Byte_2:
                begin
                    if (RX_Done) begin
                        if (RX_received_data_is_number) begin
                            Received_0 <= Received_0 * 10;
                            Received_1 <= Received_1 * 10;
                            Received_2 <= {12'd0, RX_received_data[3:0]}; 
                            state <= Byte_3;
                        end else begin
                            state <= Byte_0;
                            Valid_num <= 1;
                            Received_data <= Received_0 + Received_1;
                        end
                    end
                end
            Byte_3:
                begin
                    if (RX_Done) begin
                        if (RX_received_data_is_number) begin
                            Received_0 <= Received_0 * 10;
                            Received_1 <= Received_1 * 10;
                            Received_2 <= Received_2 * 10;
                            Received_3 <= {12'd0, RX_received_data[3:0]}; 
                            state <= Byte_4;
                        end else begin
                            state <= Byte_0;
                            Valid_num <= 1;
                            Received_data <= Received_0 + Received_1 + Received_2;
                        end
                    end
                end
            Byte_4:
                begin
                    if (RX_Done) begin
                        if (RX_received_data_is_number) begin
                            Received_0 <= Received_0 * 10;
                            Received_1 <= Received_1 * 10;
                            Received_2 <= Received_2 * 10;
                            Received_3 <= Received_3 * 10;
                            Received_4 <= {12'd0, RX_received_data[3:0]};
                            state <= special_state;
                        end else begin
                            Received_data <= Received_0 + Received_1 + Received_2 + Received_3;
                            state <= Byte_0;
                            Valid_num <= 1;
                        end
                    end
                end
            special_state:
                begin
                    state <= Byte_0;
                    Valid_num <= 1;
                    Received_data <= Received_0 + Received_1 + Received_2 + Received_3 + Received_4;
                end
        endcase
    end
    UART_RX UART_RX (
        .i_Clock(Clk),
        .i_Rx_Serial(i_Rx_Serial),
        .o_Rx_DV(RX_Done),
        .o_Rx_Byte(RX_received_data)
    );
endmodule
`timescale 1ns / 1ps
module UART_TX(
    input sysclk,
    input [7:0] i_Tx_Byte,
    input i_Tx_start,
    output reg o_Tx_Serial,
    output o_Tx_Active,
    output o_Tx_Done
    );
   parameter s_IDLE          = 3'b000;
   parameter s_TX_START_BIT  = 3'b001;
   parameter s_TX_DATA_BITS  = 3'b010;
   parameter s_TX_STOP_BIT   = 3'b011;
   parameter s_CLEANUP       = 3'b100;
   parameter CLKS_PER_BIT   = 1250;
   reg [2:0]        r_SM_Main = 0;
   reg [10:0]    r_Clock_Count = 0;
   reg [2:0]      r_Bit_Index = 0;
   reg [7:0]        r_Tx_Data = 0;
   reg              r_Tx_Done = 0;
   reg            r_Tx_Active = 0;
   assign o_Tx_Active = r_Tx_Active;
   assign o_Tx_Done = r_Tx_Done;
   always @ (posedge sysclk) begin
       case (r_SM_Main)
           s_IDLE:
               begin
                   o_Tx_Serial <= 1'b1;
                   r_Tx_Done <= 1'b0;
                   r_Clock_Count <= 0;
                   r_Bit_Index <= 0;
                   if (i_Tx_start == 1'b1) begin
                       r_Tx_Active <= 1'b1;
                       r_Tx_Data <= i_Tx_Byte;
                       r_SM_Main <= s_TX_START_BIT;
                       r_Tx_Done <= 0;
                   end else
                       r_SM_Main <= s_IDLE;
               end
           s_TX_START_BIT:
               begin
                   o_Tx_Serial <= 1'b0;
                   if (r_Clock_Count < CLKS_PER_BIT - 1) begin
                       r_Clock_Count <= r_Clock_Count + 1;
                       r_SM_Main <= s_TX_START_BIT;
                   end else begin
                       r_Clock_Count <= 0;
                       r_SM_Main     <= s_TX_DATA_BITS;
                   end
               end
           s_TX_DATA_BITS:
               begin
                   o_Tx_Serial <= r_Tx_Data[r_Bit_Index];
                   if (r_Clock_Count < CLKS_PER_BIT - 1) begin
                       r_Clock_Count <= r_Clock_Count + 1;
                       r_SM_Main <= s_TX_DATA_BITS;
                   end else begin
                       r_Clock_Count <= 0;
                       if (r_Bit_Index < 7) begin
                           r_Bit_Index <= r_Bit_Index + 1;
                           r_SM_Main <= s_TX_DATA_BITS;
                       end else begin
                           r_Bit_Index <= 0;
                           r_SM_Main <= s_TX_STOP_BIT;
                       end
                   end
               end
           s_TX_STOP_BIT:
               begin
                   o_Tx_Serial <= 1'b1;
                   if (r_Clock_Count < CLKS_PER_BIT - 1) begin
                       r_Clock_Count <= r_Clock_Count + 1;
                       r_SM_Main <= s_TX_STOP_BIT;
                   end else begin
                       r_Tx_Done <= 1'b1;
                       r_Clock_Count <= 0;
                       r_SM_Main <= s_CLEANUP;
                       r_Tx_Active <= 1'b0;
                   end
               end
           s_CLEANUP:
               begin
                   r_Tx_Done <= 1'b1;
                   r_SM_Main <= s_IDLE;
               end
           default: r_SM_Main <= s_IDLE;
       endcase    
   end
endmodule
`timescale 1ns / 1ps
module UART_Wrapper(
    input sysclk,
    input uart_txd_in,
    output uart_rxd_out
    );
    reg [4:0] RAM_sent_address = 0;
    reg [5:0] RAM_received_address = 0;
    reg [15:0] TX_data_out;
    wire TX_IDLE;
    reg TX_Start;
    wire [15:0] RX_received_data;
    wire RX_Done;
    reg [15:0] RAM [0:9];
    initial begin
        RAM[16] = 13;  
    end
    localparam RX_Mode = 0;
    localparam TX_Mode = 1;
    reg state = 0;
    always @ (posedge sysclk) begin
        case (state)
            RX_Mode:
                begin
                    if (RX_Done && RAM_received_address <= 9) begin
                        RAM[RAM_received_address] <= RX_received_data;
                        RAM_received_address <= RAM_received_address + RX_Done;
                    end else if (RAM_received_address == 9) begin
                        RAM_received_address <= 0;
                        state <= TX_Mode;
                    end
                end
            TX_Mode:
                begin
                    if (TX_IDLE && RAM_sent_address < 9 && TX_Start == 0) begin
                        TX_data_out <= RAM[RAM_sent_address];
                        RAM_sent_address <= RAM_sent_address + TX_IDLE;
                        TX_Start <= 1;
                    end else if (RAM_sent_address == 9) begin
                        RAM_sent_address <= 0;
                        state <= RX_Mode;
                        TX_Start <= 0;
                    end else begin
                        TX_Start <= 0;
                    end
                end
        endcase
    end
    UART_TX_Flow_ctrl UART_TX_Controller(
        .Clk(sysclk),
        .data_to_be_sent(TX_data_out),
        .i_Tx_start(TX_Start),
        .o_Tx_Serial(uart_rxd_out),
        .TX_IDLE(TX_IDLE)
    );
    UART_RX_Flow_ctrl UART_RX_Controller (
        .Clk(sysclk),
        .i_Rx_Serial(uart_txd_in),
        .Valid_num(RX_Done),
        .Data_out(RX_received_data)
    );
endmodule
`timescale 1ns / 1ps
module UART_TX_Flow_ctrl (
    input Clk,
    input [15:0] data_to_be_sent,
    input i_Tx_start,
    output o_Tx_Serial,
    output TX_IDLE,
    output reg TX_Done
    );
    (* ROM_STYLE="BLOCK"*) reg [7:0] message [0:8];
    initial begin
        message[0] = 65;  
        message[1] = 110;  
        message[2] = 115;  
        message[3] = 119;  
        message[4] = 101;  
        message[5] = 114;  
        message[6] = 32;  
        message[7] = 61;  
        message[8] = 13;  
    end
    localparam IDLE = 4'b0001;
    localparam Msg = 4'b0010;
    localparam Class = 4'b0100;
    localparam Return = 4'b1000;
    reg [3:0] TX_state = IDLE;
    reg [2:0] counter = 0;
    wire TX_ready, TX_Active;
    reg TX_Start;
    assign TX_ready = (TX_Active == 0) && (TX_Start == 0);
    reg [7:0] TX_data_out;
    assign TX_IDLE = (TX_state == IDLE);
    always @ (posedge Clk) begin
        case (TX_state)
            IDLE:
                begin
                    if (i_Tx_start) begin
                        TX_state <= Msg;
                    end else begin
                        TX_state <= IDLE;
                    end
                    TX_Done <= 0;
                    TX_Start <= 0;
                end
            Msg:
                begin
                    TX_Done <= 0;
                    if (TX_ready) begin
                        TX_data_out <= message[counter];
                        counter <= counter + 1;
                        TX_Start <= 1;
                        if (counter == 7) begin
                            TX_state <= Class;
                        end else begin
                            TX_state <= Msg;
                        end
                    end else begin
                        TX_Start <= 0;
                    end
                end
            Class:
                begin
                    TX_Done <= 0;
                    if (TX_ready) begin
                        TX_data_out <= (data_to_be_sent != 0) + 48;  
                        TX_Start <= 1;
                        TX_state <= Return;
                    end else begin
                        TX_Start <= 0;
                        TX_state <= Class;
                    end
                end
            Return:
                begin
                    TX_Done <= 0;
                    if (TX_ready) begin
                        TX_data_out <= message[8];
                        TX_state <= 0;  
                        TX_Start <= 1;
                    end else begin
                        TX_Start <= 0;
                    end
                end
            default:
                begin
                    if (TX_ready) begin
                        TX_state <= IDLE;
                        TX_Done <= 1;
                    end else begin
                        TX_state <= 0;
                        TX_Done <= 0;
                    end
                    TX_Start <= 0;
                end
        endcase
    end
    UART_TX UART_TX (
        .sysclk(Clk),
        .i_Tx_Byte(TX_data_out),
        .o_Tx_Serial(o_Tx_Serial),
        .o_Tx_Active(TX_Active),
        .o_Tx_Done(),
        .i_Tx_start(TX_Start)
    );
endmodule
File: /design/flow/run.sh
#!/bin/bash
# OpenROAD 26Q1-2900-gdf79404cd8, Yosys 0.63+post, stock flow scripts
make -C /OpenROAD-flow-scripts/flow DESIGN_CONFIG=/design/flow/config.mk WORK_HOME=/design/flow/orfs finish
==> results.toml <==
# physical design summary
[status]
status = "finished clean"

[logic_synthesis]
syn_avg_cell_area_sq_um = 12.1
ys_cells = 1620
yosys_warnings = 5
postSynthCellCount = 1620
topCellsByArea = "edfxtp_1 (52%), ha_1 (10%), mux4_2 (3.8%), xnor2_1 (3.6%), nor2_1 (3.5%)"
synth_flops = 349
synth-edff-count = 339
synth_area_leader_cell = "edfxtp_1"
synthArstFlopShare_pct = 0
synth_chip_area_sq_um = 19700
ff_type = "edfxtp_1"
synth_cell_types = 75
syn_area_sq_um = 19700
synth_top_area_share_pct = 51.7
ys_seq_share_pct = 52.7

[power_and_ir_drop]
leakagePower_nw = 8.19
p_total_mw = 3.30
ir_drop_v = 0.000113
p_per_area_nw_per_um2 = 152

[routing]
drt_first_pass_iters = 5
drt-initial-drc-count = 646
vias = 12439
antenna_left = 0
routed_wl_mm = 40.3
vias_per_cell = 5.66
drc = 0
wl_per_cell_microns = 18.3
route.antenna.diode_count = 0

[worst_hold_path]
min_path_type = "reg2reg"

[timing]
finalCritPeriodShare_pct = 62.4
slew_violations = 0
period_minus_slack_ns = 5.62
worst_slew_pin_slew_ns = 0.921
max_slew_margin_pct = 38.2
setup_tns_ns = 0
rsz0062_at_grt = "no"
hold_viol = 0
setup_viol = 0
fin_skew_ns = 0.0183
fmax_ghz = 0.178

[critical_path]
crit_path_top_delay_cell = "edfxtp_1"
path_class = "reg2reg"
worstPathCellList = "ha_1 -> nor2b_1 -> o21a_1 -> o21ai_0 -> nand2b_1 -> a21oi_1 -> xnor2_1 -> ha_1 -> or3_1 -> o22a_1 -> o21a_1 -> a21o_1 -> a21oi_1 -> xnor2_1 -> ha_1 -> nand3_1 -> nand2_1 -> o41ai_1 -> xnor2_1 -> nand4_2 -> nor4_2 -> xnor2_1 -> a221o_1"
reg2reg_slack_ns = 3.38
cp_data_arrival_time_ns = 5.93
crit_fanout = 5
max_stage_delay_ns = 0.45
path_buffers = 0
critPathLaunchType = "register"
worst_path_dominant_cell_family = "AND-OR/OR-AND gates"
worst_setup_path_end_kind = "register"
worstPathRequired_ns = 9.31
cpMostUsedCell = "xnor2_1"

[clock_tree]
cts_resized = 0
post_cts_buffers = 0
root_buffer = "clkbuf_16"
clk_path_buf_depth = 3
cts_buffers = 40
ctsHtreeMaxLevel = 2
path_clk_slew_ns = 0.06
cts.sinks = 349
clk_latency_ns = 0.57
cts_tree = "yes"
ctsHoldBuffers = 0

[floorplan]
die_h_microns = 200
coreArea_sq_um = 38700
ios = 3
die_w_microns = 200
chipArea_sq_um = 40200
row_count = 72
fp-utilization_pct = 50.8

[layout]
area_delta_synth_final_pct = 10.2
drive_gt1_share_pct = 9.77
n_fill_cell = 3159
utilization_pct = 56.0
final_cells = 2196

[placed_design]
hpwlAfterDp_mm = 27.5
placed_cells = 2124
gp_congestion = 0.904
numPortBuffers = 2

[global_routing]
grt-ovfl-total = 0
grt_util_all_layers_pct = 22.3
antenna_found_initial = 0
grt_pass1_vias = 12595
grt_pass1_wl_mm = 66.1
grt_max_degree = 37

[flow_run]
warnings = 34
maxCapViolations = 0
through the flow:
| step | worst slack [ns] | hold slack [ns] | instance area, sq um |
|---|---|---|---|
| after CTS | 3.38 | 0.331 | 21700 |
| after detailed placement | 3.44 | 0.317 | 20400 |
| final | 3.38 | 0.328 | 21700 |
| after global placement | 3.47 | 0.312 | 20400 |
| after global routing | 2.88 | 0.349 | 21700 |
| after floorplan | 3.92 | 0.310 | 19700 |
cells by family (layout without fill, tap and decap cells):
| group | count (synthesis) | in the layout | share of synthesized area, % |
|---|---|---|---|
| and+or+nand+nor | 462 | 462 | 11.3 |
| xor gates and xnor gates | 132 | 132 | 6.17 |
| muxes | 64 | 64 | 5.42 |
| AOI/OAI and AO/OA | 331 | 331 | 11.1 |
| buffers and inverters | 111 | 167 | 2.12 |
| DFF | 349 | 349 | 52.7 |
| adders and majority gates | 170 | 170 | 11.1 |
| other | 1 | 3 | 0.0191 |
state kept, by name, summed over array words and instances (netlist names), 3 cells and up:
register,count
UART_RX_Controller.UART_RX.r_Clock_Count,11
UART_RX_Controller.Received_3,16
TX_data_out,16
UART_TX_Controller.UART_TX.r_SM_Main,3
UART_TX_Controller.UART_TX.r_Bit_Index,3
UART_TX_Controller.UART_TX.r_Clock_Count,11
RAM_received_address,6
UART_TX_Controller.TX_state,4
UART_TX_Controller.TX_data_out,7
UART_RX_Controller.Received_2,16
UART_RX_Controller.Received_4,4
UART_RX_Controller.state,5
UART_RX_Controller.UART_RX.r_Rx_Byte,8
UART_RX_Controller.Received_0,16
UART_TX_Controller.counter,3
UART_RX_Controller.UART_RX.r_SM_Main,3
UART_RX_Controller.UART_RX.r_Bit_Index,3
UART_RX_Controller.Received_1,16
UART_TX_Controller.UART_TX.r_Tx_Data,7
RAM_sent_address,5
UART_RX_Controller.Received_data,16
RAM,160
power by group:
part           internal, mW  total (mW)  switching [mW]
Clock                 0.885        1.54           0.655
Sequential             1.76        1.76        0.000618
Combinational      0.000583    0.000908        0.000320
per-layer routing:
layer / vias up / part of all wire [%] / global-route usage, %
li1: 6176 / - / -
met1: 5847 / 44 / 34.1
met2: 352 / 46 / 33.7
met3: 64 / 7.6 / 7.87
met4: 0 / 2.3 / 4.20
met5: - / 0 / 0.476
layout make-up:
cell class / instances / area, sq um / share of cell area (%)
clock inverter: 21 / 196 / 0.906
clock buffer: 51 / 1040 / 4.81
inverter: 59 / 221 / 1.02
tap: 518 / 648 / 2.99
multi-input combinational: 1162 / 8910 / 41.1
sequential: 349 / 10400 / 47.9
timing repair buffer: 36 / 275 / 1.27
worst reg2reg max path, delay by kind of cell (launching register included):
family / cells / cell delay, ns
xor gates and xnor gates: 4 / 0.67
and+or+nand+nor: 7 / 1.31
adders and majority gates: 3 / 0.96
DFF: 1 / 0.45
AOI/OAI and AO/OA: 9 / 1.97
final timing paths:
check	start	endpoint	cells past startpoint
min	UART_RX_Controller.UART_RX.r_Rx_Data_R	UART_RX_Controller.UART_RX.r_Rx_Data	0
max reg2reg	UART_RX_Controller.Received_1[2]	UART_RX_Controller.Received_data[15]	23
min reg2reg	UART_RX_Controller.UART_RX.r_Rx_Data_R	UART_RX_Controller.UART_RX.r_Rx_Data	0
max	UART_RX_Controller.Received_1[2]	UART_RX_Controller.Received_data[15]	23
cells in the final DEF (no fill, tap or decap), types with 8 or more instances in the layout:
master       n
a21o_1      23
or2_2       11
a31oi_1     10
or3_1       11
clkinv_2     8
clkbuf_1    11
a211oi_1    24
clkbuf_16   40
a21oi_1    102
fa_1         8
mux4_2      33
dfxtp_1     10
nand3_1     28
o21ai_0     53
nor4_1       8
o31ai_1     12
inv_1       59
nor2b_1     29
and3_1      13
xnor2_1     81
clkinv_1     8
ha_1       161
o21bai_1    17
and2_1      12
nor2_1     181
nand4_1      9
mux2i_1     20
buf_4       34
mux2_2      11
o21a_1      14
xor2_1      47
nand2_1     89
edfxtp_1   339
nor3_1      27
Yosys cell counts (12+ instances only):
master and count:
nor2_1 181, nor3_1 30, edfxtp_1 339, xnor2_1 81
nand2_1 89, o21a_1 14, nand3_1 28, ha_1 161
a21o_1 23, a21oi_1 102, inv_1 59, mux4_2 33
a211oi_1 25, o21ai_0 53, and2_1 12, xor2_1 47
nor2b_1 29, clkbuf_1 45, mux2i_1 20, o21bai_1 17
and3_1 13, o31ai_1 12
Power figures rest on the tool's default switching activity, not on a simulated workload.
