### constraint.sdc
current_design ascii_to_binary

set clk_period 8.7
set clk_io_pct 0.2

create_clock -name clk0 -period $clk_period [get_ports {clk}]

set non_clock_inputs [all_inputs -no_clocks]
set_input_delay [expr $clk_period * $clk_io_pct] -clock clk0 $non_clock_inputs
set_output_delay [expr $clk_period * $clk_io_pct] -clock clk0 [all_outputs]
### run.sh
#!/bin/bash
# OpenROAD 26Q1-2900-gdf79404cd8, Yosys 0.63+post, stock flow scripts
make -C /OpenROAD-flow-scripts/flow DESIGN_CONFIG=/design/flow/config.mk WORK_HOME=/design/flow/orfs finish
### config.mk
export PLATFORM = sky130hd
export DESIGN_NAME = ascii_to_binary
export DESIGN_NICKNAME = ascii_to_binary
export VERILOG_FILES = /design/flow/design.v
export SDC_FILE = /design/flow/constraint.sdc
export NUM_CORES = 4
export LEC_CHECK = 1
export CORE_UTILIZATION = 50
export SYNTH_MEMORY_MAX_BITS = 65536
### design.v
// synopsys translate_off
`timescale 1 ns / 1 ps
// synopsys translate_on
module ascii_to_binary(clk, reset_n, data, mod, result);
   input clk;
   input reset_n;
   input [79:0] data;
   input [3:0]  mod;
   output reg [31:0] result;
   function [3:0] c2i;
      input [7:0] c;
      reg [7:0]   i;
      begin
         i = (c - 6'd48);
         c2i = i[3:0];
      end
   endfunction
   function [31:0] c2d;
      input [7:0]    c;
      input integer  m;
      reg [31:0]     d;
      begin
         case (c2i(c))
           4'd0:  d = 0;      
           4'd1:  d = m;      
           4'd2:  d = m * 2;
           4'd3:  d = m * 3;
           4'd4:  d = m * 4;
           4'd5:  d = m * 5;
           4'd6:  d = m * 6;
           4'd7:  d = m * 7;
           4'd8:  d = m * 8;
           4'd9:  d = m * 9;
           4'd10: d = 0;      
           4'd11: d = 0;      
           4'd12: d = 0;      
           4'd13: d = 0;      
           4'd14: d = 0;      
           4'd15: d = 0;      
         endcase
         c2d = d[31:0];
      end
   endfunction
   reg [31:0] m9;
   reg [31:0] m8;
   reg [26:0] m7;
   reg [23:0] m6;
   reg [19:0] m5;
   reg [16:0] m4;
   reg [13:0] m3;
   reg [9:0]  m2;
   reg [6:0]  m1;
   reg [3:0]  m0;
   reg [31:0] s0;
   reg [31:0] s1;
   reg [31:0] s2;
   reg [31:0] s3;
   reg [31:0] s4;
   reg [31:0] s5;
   always @ (posedge clk or negedge reset_n) begin
      if (!reset_n) begin
         m0 <= 0;
         m1 <= 0;
         m2 <= 0;
         m3 <= 0;
         m4 <= 0;
         m5 <= 0;
         m6 <= 0;
         m7 <= 0;
         m8 <= 0;
         m9 <= 0;
         s0 <= 0;
         s1 <= 0;
         s2 <= 0;
         s3 <= 0;
         s4 <= 0;
         s5 <= 0;
         result <= 0;
      end else begin
         if (mod[3:3] == 1'b0) begin
            case (mod[2:0])
              3'd0: begin
                 m9 <= c2d(data[79:72], 1000000000);
                 m8 <= c2d(data[71:64], 100000000);
                 m7 <= c2d(data[63:56], 10000000);
                 m6 <= c2d(data[55:48], 1000000);
                 m5 <= c2d(data[47:40], 100000);
                 m4 <= c2d(data[39:32], 10000);
                 m3 <= c2d(data[31:24], 1000);
                 m2 <= c2d(data[23:16], 100);
                 m1 <= c2d(data[15:8],  10);
                 m0 <= c2i(data[7:0]);
              end
              3'd1: begin
                 m9 <= c2d(data[79:72], 100000000);
                 m8 <= c2d(data[71:64], 10000000);
                 m7 <= c2d(data[63:56], 1000000);
                 m6 <= c2d(data[55:48], 100000);
                 m5 <= c2d(data[47:40], 10000);
                 m4 <= c2d(data[39:32], 1000);
                 m3 <= c2d(data[31:24], 100);
                 m2 <= c2d(data[23:16], 10);
                 m1 <= c2i(data[15:8]);
                 m0 <= 0;
              end
              3'd2: begin
                 m9 <= c2d(data[79:72], 10000000);
                 m8 <= c2d(data[71:64], 1000000);
                 m7 <= c2d(data[63:56], 100000);
                 m6 <= c2d(data[55:48], 10000);
                 m5 <= c2d(data[47:40], 1000);
                 m4 <= c2d(data[39:32], 100);
                 m3 <= c2d(data[31:24], 10);
                 m2 <= c2i(data[23:16]);
                 m1 <= 0;
                 m0 <= 0;
              end
              3'd3: begin
                 m9 <= c2d(data[79:72], 1000000);
                 m8 <= c2d(data[71:64], 100000);
                 m7 <= c2d(data[63:56], 10000);
                 m6 <= c2d(data[55:48], 1000);
                 m5 <= c2d(data[47:40], 100);
                 m4 <= c2d(data[39:32], 10);
                 m3 <= c2i(data[31:24]);
                 m2 <= 0;
                 m1 <= 0;
                 m0 <= 0;
              end
              3'd4: begin
                 m9 <= c2d(data[79:72], 100000);
                 m8 <= c2d(data[71:64], 10000);
                 m7 <= c2d(data[63:56], 1000);
                 m6 <= c2d(data[55:48], 100);
                 m5 <= c2d(data[47:40], 10);
                 m4 <= c2i(data[39:32]);
                 m3 <= 0;
                 m2 <= 0;
                 m1 <= 0;
                 m0 <= 0;
              end
              3'd5: begin
                 m9 <= c2d(data[79:72], 10000);
                 m8 <= c2d(data[71:64], 1000);
                 m7 <= c2d(data[63:56], 100);
                 m6 <= c2d(data[55:48], 10);
                 m5 <= c2i(data[47:40]);
                 m4 <= 0;
                 m3 <= 0;
                 m2 <= 0;
                 m1 <= 0;
                 m0 <= 0;
              end
              3'd6: begin
                 m9 <= c2d(data[79:72], 1000);
                 m8 <= c2d(data[71:64], 100);
                 m7 <= c2d(data[63:56], 10);
                 m6 <= c2i(data[55:48]);
                 m5 <= 0;
                 m4 <= 0;
                 m3 <= 0;
                 m2 <= 0;
                 m1 <= 0;
                 m0 <= 0;
              end
              3'd7: begin
                 m9 <= c2d(data[79:72], 100);
                 m8 <= c2d(data[71:64], 10);
                 m7 <= c2i(data[63:56]);
                 m6 <= 0;
                 m5 <= 0;
                 m4 <= 0;
                 m3 <= 0;
                 m2 <= 0;
                 m1 <= 0;
                 m0 <= 0;
              end
            endcase
         end else begin
            case (mod[0:0])
              1'b0: begin
                 m9 <= c2d(data[79:72], 10);
                 m8 <= c2i(data[71:64]);
              end
              1'b1: begin
                 m9 <= c2i(data[79:72]);
                 m8 <= 0;
              end
            endcase
            m7 <= 0;
            m6 <= 0;
            m5 <= 0;
            m4 <= 0;
            m3 <= 0;
            m2 <= 0;
            m1 <= 0;
            m0 <= 0;
         end
         s0 <= m9 + m0;
         s1 <= m8 + m1;
         s2 <= m7 + (m2 + m3);
         s3 <= m6 + (m4 + m5);
         s4 <= (s0 + s1);
         s5 <= (s2 + s3);
         result <= (s4 + s5);
      end
   end
endmodule
==> ci_impl_report.md <==
### Flow metrics

| Metric | Value |
|---|---|
| Status | `finished, final reports clean` |
| Critical path class | `in2reg` |
| PD cells | `178 nW/um^2` |
| IO Count | `118` |
| Max rail drop VDD | `118 uV` |
| Total GRT Usage | `33.4%` |
| # Cells Yosys | `2801` |
| Detailed Route Iter0 Violations | `2205` |
| R2R Setup Slk | `4.94 ns` |
| Tool Warnings | `119` |
| Area contributors post-synth | `dfrtp_1 39%, ha_1 10%, a21oi_1 6.6%` |
| LEAKAGE | `13.3 nW` |
| Vias per inst | `6.12` |
| Async set-reset flop share out of synthesis | `100%` |
| Worst path bufs/invs | `2` |
| Most used cell, CP | `nor2_1` |
| Slew @ Worst Pin | `0.867 ns` |
| Setup tns final | `0 ns` |
| Cell family with most CP delay | `simple AND/OR/NAND/NOR gates` |
| Worst setup margin | `3.86 ns` |
| Hold Startpoint | `m9[31]` |
| Antenna-violating nets left | `0` |
| H-tree Lvls | `2` |
| FMAX | `207 MHz` |
| EDFF count, synth | `0` |
| HP Class | `reg2reg` |
| Synth warn | `2` |
| Final hold slack | `0.443 ns` |
| Largest net degree at the start of global routing | `74` |
| Hold Path Depth | `1` |
| Slew HR | `41.6%` |
| Top cell area share | `39.2%` |
| Cells after Synth | `2801` |
| R2R Path End | `s3[23]` |
| Die X | `226 um` |
| Dpl hpwl | `59800 um` |
| Fraction of layout cells with a size suffix above 1 | `5.43%` |
| CP max stage delay | `0.85 ns` |
| Area leader, netlist | `dfrtp_1` |
| Area delta synth->final | `11.5%` |
| Root buffer cell | `clkbuf_16` |
| Startpoint types | `input port` |
| Instance count on the critical path | `11` |
| Register area | `9860 um^2` |
| Max cap viols | `0` |
| Endpoint class of the critical path | `register` |
| Fin. Hold Viols | `0` |
| DRT Wirelength | `80700 um` |
| Hold-critical path endpoint | `s0[31]` |
| FP Rows | `81` |
| Post-layout period usage | `55.6%` |
| Chip Area, Yosys | `25100 um^2` |
| Final Max Slew Viols | `0` |
| Largest fanout on the critical path | `14` |
| GP Congestion | `1.01` |
| GRT Residual Overflow | `0` |
| Setup repair bufs after CTS | `0` |
| Die Height | `226 um` |
| Inserted Clock Buffers | `43` |
| Worst Path Required | `9.15 ns` |
| Die ar. | `51200 um^2` |
| Via count | `21565` |
| Wire length per cell | `22.9 um` |
| Core area | `49300 um^2` |
| First-pass GRT wire length | `123000 um` |
| Critical path arrival | `5.29 ns` |
| Final tally of setup violations | `0` |
| Post-synth cell types | `80` |
| Initial antenna violation count | `5` |
| Fill count | `4178` |
| Register share after synthesis | `39.2%` |
| Yosys reg bits | `394` |
| Final core occ | `56.9%` |
| Setup Skew | `0.0353 ns` |
| CTS tree | `yes` |
| Cts hold-fix bufs | `0` |
| Clock tree sinks | `394` |
| RSZ-0062 raised after global routing | `false` |
| Post-route DRC | `0` |
| Dominant register cell | `dfrtp_1` |
| Vias in the first global route | `20500` |
| CP Cell Sequence | `clkdlybuf4s50_1 > inv_1 > ha_1 > nor2b_1 > nor2_1 > o21ai_0 > and2_1 > mux2_2 > o22ai_1 > a21oi_1 > nor2_1` |
| Avg Cell Area, Syn | `8.98 um^2` |
| Max Buffers Root-to-Sink | `3` |
| # port buffers | `77` |
| Minimum clock period | `4.84 ns` |
| Drt pass-1 iters | `6` |
| Worst-case reg-to-reg path depth | `12` |
| CP max-delay cell | `clkdlybuf4s50_1` |
| Clk slew on worst S/H paths | `0.06 ns` |
| FP Util | `51.1%` |
| Worst slack, placed | `3.53 ns` |
| PostCTS Resize Cnt | `0` |
| Reg2reg start | `m6[1]` |
| Area of the multi-input gates | `14400 um^2` |
| Mapped cell area | `25100 um^2` |
| Clk ins delay skew pair | `0.57 ns` |
==> metrics by stage <==
step / power, mW / cell area, um^2 / std cells
final: 5.00 / 28000 / 3522
after global routing: 5.24 / 28000 / 3520
after CTS: 5.03 / 28000 / 3519
after detailed placement: 3.13 / 26500 / 3442
after global placement: 3.13 / 26500 / 3442
after floorplan: 2.69 / 25100 / 2801
==> kinds of logic (layout without fill, tap and decap cells) <==
kind of cell               Yosys count  in the layout  synth area share [%]
buffers and inverters              234            288                  3.50
other                                0              3                     0
muxes                               17             17                 0.692
DFF                                394            394                  39.2
xor gates and xnor gates           188            188                  6.55
adders and majority gates          235            235                  12.7
and+or+nand+nor                    819            819                  15.1
AOI/OAI and AO/OA                  914            914                  22.3
==> placed cells by master (no fill, tap or decap), types with 19 or more instances in the layout <==
master | netlist | routed
clkbuf_16 | 0 | 43
o21a_1 | 19 | 19
xnor2_1 | 120 | 120
dfrtp_1 | 394 | 394
nor3_1 | 53 | 51
a21o_1 | 55 | 55
nand2b_1 | 50 | 50
nand2_1 | 244 | 244
a22oi_1 | 36 | 36
a31oi_1 | 26 | 26
nand3_1 | 52 | 52
fa_1 | 34 | 34
o21ai_0 | 210 | 210
buf_4 | 0 | 45
o21bai_1 | 19 | 19
clkdlybuf4s50_1 | 0 | 72
o22ai_1 | 34 | 34
ha_1 | 200 | 200
inv_1 | 84 | 84
a21oi_1 | 330 | 330
a211oi_1 | 34 | 34
nor2_1 | 260 | 258
xor2_1 | 68 | 68
and3_1 | 31 | 31
nor2b_1 | 37 | 37
nand4_1 | 28 | 28
==> flip-flops by register name, indices dropped and copies added (netlist names) <==
signal	cells
s1	31
m3	14
m7	27
result	32
m4	17
s0	32
s2	28
m6	24
m9	32
s3	25
m1	7
m8	30
m0	4
m2	10
s5	29
s4	32
m5	20
==> cell type report <==
| class | instances | area share [%] |
|---|---|---|
| well taps | 664 | 2.96 |
| repair buffers | 122 | 3.90 |
| inverters | 89 | 1.19 |
| flip-flops and latches | 394 | 35.2 |
| clock buffers | 53 | 4.12 |
| diodes | 3 | 0.0268 |
| clock inverters | 24 | 1.18 |
| multi-input cells | 2173 | 51.5 |
==> per-layer routing <==
metal / vias to the layer above / part of all wire [%] / GRT usage (%)
met5: - / 0.024 / 0
li1: 10049 / - / -
met4: 2 / 4.2 / 10.5
met3: 234 / 11 / 10.9
met2: 1076 / 43 / 48.3
met1: 10204 / 42 / 48.9
==> power breakdown <==
part / internal, mW / total [mW] / switching, mW / leakage [nW]
registers: 1.99 / 2.06 / 0.0743 / 5.30
logic: 0.405 / 1.05 / 0.645 / 7.28
clock network: 1.13 / 1.89 / 0.755 / 0.706
total: 3.53 / 5.00 / 1.47 / 13.3
==> cells in the mapped netlist (5+ instances only) <==
library cell and count:
nor3b_1 8, a222oi_1 11, a311o_1 5, inv_1 84, o31ai_1 9, nand2_1 244, o21a_1 19, fa_1 34
a211oi_1 34, o221ai_1 7, a22oi_1 36, o21ai_1 15, o21bai_1 19, a221oi_1 17, nor3_1 53, xnor2_1 120
mux2i_1 14, or2_2 8, nand4_1 28, buf_1 16, nand3_1 52, a21boi_0 6, nand2b_1 50, a31oi_1 26
and3_1 31, clkbuf_1 128, and2_1 17, o21ai_0 210, a211o_1 6, dfrtp_1 394, o211ai_1 16, nor2_1 260
and4_1 8, or3_1 7, a311oi_1 6, o22ai_1 34, a32oi_1 5, ha_1 200, a21oi_1 330, a21o_1 55
xor2_1 68, nor2b_1 37
==> how the worst max path moves through the flow <==
stage	startpoint	end	slack [ns]
final	data[73]	m9[15]	3.86
after CTS	data[73]	m9[15]	4.11
after global routing	data[73]	m9[15]	3.86
Power is estimated from default activity; no workload was simulated.
